**./config.mk**
```make
export PLATFORM = sky130hd
export DESIGN_NAME = acl
export DESIGN_NICKNAME = acl
export VERILOG_FILES = /design/flow/design.v
export SDC_FILE = /design/flow/constraint.sdc
export NUM_CORES = 4
export LEC_CHECK = 1
export CORE_UTILIZATION = 50
```
**./constraint.sdc**
```tcl
current_design acl

set clk_period 6.7
set clk_io_pct 0.2

create_clock -name clk0 -period $clk_period [get_ports {clk_8mhz}]

set non_clock_inputs [all_inputs -no_clocks]
set_input_delay [expr $clk_period * $clk_io_pct] -clock clk0 $non_clock_inputs
set_output_delay [expr $clk_period * $clk_io_pct] -clock clk0 [all_outputs]
```
**./design.v**
```verilog
module acl(
  input  logic       clk_8mhz,
  input  logic       nrst,
  input  logic       miso,
  output logic       mosi,
  output logic       sclk,
  output logic       csn,
  output logic [4:0] x,
  output logic [4:0] y,
  output logic [4:0] z
);
  localparam TICK            = 8;
  localparam MS              = 8000;
  localparam CMD_WRITE       = 8'h0a;
  localparam CMD_READ        = 8'h0b;
  localparam REG_POWER_CTL   = 8'h2d;
  localparam REG_XDATA_L     = 8'h0e;
  localparam POWER_CTL_MMODE = 8'h02;
  typedef enum logic [3:0] {
    ST_INIT_WAIT,
    ST_EN_CS,
    ST_EN_CMD,
    ST_EN_ADDR,
    ST_EN_DATA,
    ST_EN_WAIT,
    ST_M_CS,
    ST_M_CMD,
    ST_M_ADDR,
    ST_XL_DATA,
    ST_XH_DATA,
    ST_YL_DATA,
    ST_YH_DATA,
    ST_ZL_DATA,
    ST_ZH_DATA,
    ST_M_WAIT
  } state_t;
  state_t      state, state_r;
  logic [29:0] cnt, cnt_r;
  logic [2:0]  clk_cnt, clk_cnt_r;
  logic [15:0] x_data, x_data_r;
  logic [15:0] y_data, y_data_r;
  logic [15:0] z_data, z_data_r;
  logic [4:0]  x_out, x_out_r;
  logic [4:0]  y_out, y_out_r;
  logic [4:0]  z_out, z_out_r;
  logic [7:0]  wshr, wshr_r;
  logic [7:0]  rshr, rshr_r;
  logic        sclk_en, sclk_en_r;
  logic        cs, cs_r;
  logic        clk_1mhz;
  assign clk_cnt = clk_cnt_r + 1;
  always_ff @(posedge clk_8mhz, negedge nrst)
    if (!nrst)
      clk_cnt_r <= 3'b100;
    else
      clk_cnt_r <= clk_cnt;
  assign clk_1mhz = clk_cnt_r[2];
  always_comb begin
    cs = cs_r;
    case (state_r)
      ST_EN_CS:
        if (!cnt_r)
          cs = 1;
      ST_EN_DATA:
        if (cnt_r == 8 * TICK - 1)
          cs = 0;
      ST_M_CS:
        if (!cnt_r)
          cs = 1;
      ST_ZH_DATA:
        if (cnt_r == 8 * TICK - 1)
          cs = 0;
    endcase
  end
  always_ff @(posedge clk_8mhz, negedge nrst)
    if (!nrst)
      cs_r <= 0;
    else
      cs_r <= cs;
  always_comb begin
    sclk_en = sclk_en_r;
    case (state_r)
      ST_EN_CS:
        if (cnt_r == TICK - 1)
          sclk_en = 1;
      ST_EN_DATA:
        if (cnt_r == 8 * TICK - 1)
          sclk_en = 0;
      ST_M_CS:
        if (cnt_r == TICK - 1)
          sclk_en = 1;
      ST_ZH_DATA:
        if (cnt_r == 8 * TICK - 1)
          sclk_en = 0;
    endcase
  end
  always_ff @(posedge clk_8mhz, negedge nrst)
    if (!nrst)
      sclk_en_r <= 0;
    else
      sclk_en_r <= sclk_en;
  always_comb begin
    wshr = wshr_r;
    if ((cnt_r & 3'b111) == 3'b011)
      wshr = wshr_r << 1;
    case (state_r)
      ST_EN_CS:
        wshr = CMD_WRITE;
      ST_EN_CMD:
        if (cnt_r == 8 * TICK - 5)
          wshr = REG_POWER_CTL;
      ST_EN_ADDR:
        if (cnt_r == 8 * TICK - 5)
          wshr = POWER_CTL_MMODE;
      ST_M_CS:
        wshr = CMD_READ;
      ST_M_CMD:
        if (cnt_r == 8 * TICK - 5)
          wshr = REG_XDATA_L;
    endcase
  end
  always_ff @(posedge clk_8mhz)
    wshr_r <= wshr;
  assign rshr = cnt_r[2:0] == 3'b000 ? {rshr_r[6:0], miso} : rshr_r;
  always_ff @(posedge clk_8mhz)
    rshr_r <= rshr;
  always_comb begin
    x_data = x_data_r;
    y_data = y_data_r;
    z_data = z_data_r;
    case (state_r)
      ST_XH_DATA:
        if (!cnt_r)
          x_data[7:0] = rshr_r;
      ST_YL_DATA:
        if (!cnt_r)
          x_data[15:8] = rshr_r;
      ST_YH_DATA:
        if (!cnt_r)
          y_data[7:0] = rshr_r;
      ST_ZL_DATA:
        if (!cnt_r)
          y_data[15:8] = rshr_r;
      ST_ZH_DATA:
        if (!cnt_r)
          z_data[7:0] = rshr_r;
      ST_M_WAIT:
        if (!cnt_r)
          z_data[15:8] = rshr_r;
    endcase
  end
  always_ff @(posedge clk_8mhz) begin
    x_data_r <= x_data;
    y_data_r <= y_data;
    z_data_r <= z_data;
  end
  always_comb begin
    x_out = x_out_r;
    y_out = y_out_r;
    z_out = z_out_r;
    if (state_r == ST_M_WAIT && cnt_r) begin
      x_out = x_data_r[11:7];
      y_out = y_data_r[11:7];
      z_out = z_data_r[11:7];
    end
  end
  always_ff @(posedge clk_8mhz, negedge nrst)
    if (!nrst) begin
      x_out_r <= 0;
      y_out_r <= 0;
      z_out_r <= 0;
    end else begin
      x_out_r <= x_out;
      y_out_r <= y_out;
      z_out_r <= z_out;
    end
  always_comb begin
    state = state_r;
    cnt   = cnt_r + 1;
    case (state_r)
      ST_INIT_WAIT:
        if (cnt_r == 6 * MS - 1) begin
          state = ST_EN_CS;
          cnt   = 0;
        end
      ST_EN_CS:
        if (cnt_r == TICK - 1) begin
          state = ST_EN_CMD;
          cnt   = 0;
        end
      ST_EN_WAIT:
        if (cnt_r == 40 * MS - 1) begin
          state = ST_M_CS;
          cnt   = 0;
        end
      ST_M_CS:
        if (cnt_r == TICK - 1) begin
          state = ST_M_CMD;
          cnt   = 0;
        end
      ST_M_WAIT:
        if (cnt_r == 10 * MS - 1) begin
          state = ST_M_CS;
          cnt   = 0;
        end
      default:
        if (cnt_r == 8 * TICK - 1) begin
          state = state_t'(state_r + 1);
          cnt   = 0;
        end
    endcase
  end
  always_ff @(posedge clk_8mhz, negedge nrst)
    if (!nrst) begin
      state_r <= ST_INIT_WAIT;
      cnt_r   <= 0;
    end else begin
      state_r <= state;
      cnt_r   <= cnt;
    end
  assign mosi = wshr_r[7];
  assign sclk = sclk_en_r ? clk_1mhz : 0;
  assign csn  = !cs_r;
  assign x = x_out_r;
  assign y = y_out_r;
  assign z = z_out_r;
endmodule
```
**./run.sh**
```bash
#!/bin/bash
# OpenROAD 26Q1-2900-gdf79404cd8, Yosys 0.63+post, stock flow scripts
make -C /OpenROAD-flow-scripts/flow DESIGN_CONFIG=/design/flow/config.mk WORK_HOME=/design/flow/orfs finish
```
==> impl_metrics.ini <==
; flow metrics
[run_status]
status = completed

[detailed_routing]
n_antenna_cell = 0
vias_per_cell = 5.408
ant_nets = 0
drc = 0
finalWirelength_mm = 6.817
dr.pass1.iters = 4
drt_iter0_markers = 157
wl_per_cell_um = 14.35
vias = 2569

[floorplan]
dieHeight_um = 91.05
die_w_um = 91.05
core-area_mm2 = 0.007687
rows = 32
ios = 21
dieArea_mm2 = 0.008290
fp_util = 0.5158

[layout]
syn2layout_area_growth_pct = 11.86
lay_top_count = dfrtp_1
final_cells = 475
comb_area_mm2 = 0.001638
fin_area_mm2 = 0.004436
drive_gt1_frac = 0.1394
layout_top_cells = dfrtp_1 (53), nor2_1 (39), nand2_1 (23), edfxtp_1 (23), clkdlybuf4s50_1 (19)
final-seq-area_mm2 = 0.002203
n_fill_cell = 641

[yosys]
edf_count = 23
ys_ff = 85
avgSynthCellArea_um2 = 11.46
synthArstFlopShare = 0.6353
largest_area_cell = dfrtp_1
yosys_area_mm2 = 0.003965
syn_inst = 346
flop_cell = dfrtp_1
ys_types = 54
synth_area_mm2 = 0.003965
ys_seq_share = 0.5557
yosys_warnings = 1
synth_top_area_share = 0.3345
yosys_cells = 346
topCellsByArea = dfrtp_1 (33%), edfxtp_1 (17%), mux2_2 (4.8%), dfxtp_1 (4.0%), nor2_1 (3.7%)

[cts]
post_cts_buffers = 0
root_buffer = clkbuf_8
clkLatencyLatePin_ns = 0.35
clk_pin_slew_ns = 0.08
cts_made_buffers = 9
ctsHoldBuffers = 0
clk_path_buf_depth = 2
cts.sinks = 85
cts_tree = built
cts_resized = 0
htreeDepth = 3

[grt]
grt_pass1_wl_mm = 12.25
first_global_vias = 2562
grt-ovfl-total = 0
antenna_found_initial = 0
grt_usage = 0.1939
grt_max_degree = 55

[setup_path]
crit_chain = inv_1, ha_1, nor4b_1, a221o_1, o21ai_0, nand3_1, nor4_4, buf_4, mux2_4
critical_path_class = register to register
r2r-end = state_r[1]
max_stage_delay_ns = 0.43
cp.depth = 9
crit_arrival_ns = 3.10
critPathBufInv = 2
cp.required_ns = 6.94
crit_slowest_cell = dfrtp_1
regToRegSetupSlack_ns = 3.84
r2r_cells = 9
crit-reg2reg-launch = state_r[0]
endpoint_kind = register
cp_top_family = simple AND/OR/NAND/NOR gates
cp-start-kind = register
crit_fanout = 15

[sta]
clock_skew_ns = 0.009511
period_used_share = 0.4264
period_needed_ns = 2.857
rsz0062_at_grt = no
hold_viol_final = 0
slew_violations = 0
max_freq_mhz = 350.0
tns_ns = 0
worst_slack_ns = 3.843
relSlewSlack = 0.5470
worst_pin_slew_ns = 0.6795
setup_viol = 0

[min_path]
hold_start = clk_cnt_r[0]
hold_class = register to register
hold_depth = 1
hold_end = clk_cnt_r[0]

[placement]
gp_congestion = 0.8782
dp.cells = 459
port_buffers = 20
dp.final_hpwl_mm = 4.677
place_ws_ns = 3.907
place_area_mm2 = 0.004254

[flow_run]
drv_cap = 0
warnings = 29

[power_and_ir_drop]
powerDensity_mw_per_mm2 = 196.3
worst_ir_drop_vdd_uv = 93.86
leakage_nw = 1.910
-- worst max path at each step --
stage                 startpoint         end
final                 state_r[0]  state_r[1]
after global routing  state_r[0]  state_r[1]
after CTS             state_r[0]  state_r[1]
-- layout make-up --
cell class                      count  area share
Clock buffer                       10     0.02877
Clock inverter                      6     0.01213
Inverter                           14     0.01185
Multi-Input combinational cell    233      0.3693
Sequential cell                    85      0.4968
Tap cell                          102     0.02877
Timing Repair Buffer               25     0.05247
-- where the power goes --
part / switching [mW] / internal (mW)
sequential: 0 / 0.529
combinational: 0.00623 / 0.00109
clock: 0.192 / 0.143
-- state kept, by name, summed over array words and instances (netlist names) --
register   count
x_out_r        5
wshr_r         8
cs_r           1
x_data_r       5
rshr_r         8
cnt_r         30
state_r        4
y_data_r       5
clk_cnt_r      3
z_out_r        5
sclk_en_r      1
z_data_r       5
y_out_r        5
-- routing by layer --
layer  part of all wire  vias to the layer above  track usage
met5                  0                        -            0
met4              0.015                        0      0.02646
met3              0.035                        9      0.03316
met2               0.44                       52       0.2771
met1               0.51                     1236       0.3451
li1                   -                     1272            -
-- cells in the mapped netlist, drive strengths merged, types with 9 or more instances --
cell type  number
nor4            9
inv            14
dfrtp          53
nand2          23
nand4           9
and3           10
nand3          14
nor2           39
edfxtp         23
mux2           19
a21oi           9
xor2           12
xnor2          16
-- cells by family after synthesis --
logic type	count (synthesis)	share of synthesized area
flip-flops	85	0.5557
adder cells (fa/ha/maj)	8	0.02525
multiplexers	26	0.07352
buffers and inverters	28	0.03124
XOR/XNOR	28	0.06185
AND/OR/NAND/NOR	136	0.1915
AND-OR/OR-AND	35	0.06091
-- through the flow --
stage / utilization / hold slack (ns) / power [mW]
2_1_floorplan: - / 0.4003 / 0.5398
3_3_place_gp: 0.5534 / 0.4091 / 0.5477
3_5_place_dp: 0.5534 / 0.4083 / 0.5477
4_1_cts: 0.5770 / 0.4302 / 0.8843
5_1_grt: 0.5770 / 0.4357 / 0.9062
6_report: 0.5770 / 0.4275 / 0.8706
Power and IR drop assume default switching activity.
