==> flow/design.v <==
module seven_seg(
  input  logic       clk_100mhz,
  input  logic       nrst,
  output logic       ca,
  output logic       cb,
  output logic       cc,
  output logic       cd,
  output logic       ce,
  output logic       cf,
  output logic       cg,
  output logic       dp,
  output logic [7:0] an,
  input  logic [3:0] val,
  input  logic       d,
  input  logic       valid,
  output logic [2:0] can
);
  localparam ZERO  = 7'b000_0001;
  localparam ONE   = 7'b100_1111;
  localparam TWO   = 7'b001_0010;
  localparam THREE = 7'b000_0110;
  localparam FOUR  = 7'b100_1100;
  localparam FIVE  = 7'b010_0100;
  localparam SIX   = 7'b010_0000;
  localparam SEVEN = 7'b000_1111;
  localparam EIGHT = 7'b000_0000;
  localparam NINE  = 7'b000_0100;
  localparam NONE  = 7'b111_1111;
  localparam STEP  = 10000;
  logic [13:0] cnt, cnt_r;
  logic [2:0]  idx, idx_r;
  always_comb begin
    cnt = cnt_r + 1;
    idx = idx_r;
    if (cnt_r == STEP - 1) begin
      cnt = 0;
      idx = idx_r + 1;
    end
  end
  always_ff @(posedge clk_100mhz, negedge nrst)
    if (!nrst) begin
      cnt_r <= 0;
      idx_r <= 0;
    end else begin
      cnt_r <= cnt;
      idx_r <= idx;
    end
  always_comb
    case (idx_r)
      0: an = 8'b1111_1110;
      1: an = 8'b1111_1101;
      2: an = 8'b1111_1011;
      3: an = 8'b1111_0111;
      4: an = 8'b1110_1111;
      5: an = 8'b1101_1111;
      6: an = 8'b1011_1111;
      7: an = 8'b0111_1111;
    endcase
  assign dp = !(valid && d);
  always_comb
    if (valid)
      unique case (val)
        0: {ca, cb, cc, cd, ce, cf, cg} = ZERO;
        1: {ca, cb, cc, cd, ce, cf, cg} = ONE;
        2: {ca, cb, cc, cd, ce, cf, cg} = TWO;
        3: {ca, cb, cc, cd, ce, cf, cg} = THREE;
        4: {ca, cb, cc, cd, ce, cf, cg} = FOUR;
        5: {ca, cb, cc, cd, ce, cf, cg} = FIVE;
        6: {ca, cb, cc, cd, ce, cf, cg} = SIX;
        7: {ca, cb, cc, cd, ce, cf, cg} = SEVEN;
        8: {ca, cb, cc, cd, ce, cf, cg} = EIGHT;
        9: {ca, cb, cc, cd, ce, cf, cg} = NINE;
      endcase
    else
      {ca, cb, cc, cd, ce, cf, cg} = NONE;
  assign can = idx_r;
endmodule
==> flow/run.sh <==
#!/bin/bash
# OpenROAD 26Q1-2900-gdf79404cd8, Yosys 0.63+post, stock flow scripts
make -C /OpenROAD-flow-scripts/flow DESIGN_CONFIG=/design/flow/config.mk WORK_HOME=/design/flow/orfs finish
==> flow/config.mk <==
export PLATFORM = sky130hd
export DESIGN_NAME = seven_seg
export DESIGN_NICKNAME = seven_seg
export VERILOG_FILES = /design/flow/design.v
export SDC_FILE = /design/flow/constraint.sdc
export NUM_CORES = 4
export LEC_CHECK = 1
export CORE_AREA = 10 10 103 103
export DIE_AREA = 0 0 113 113
==> flow/constraint.sdc <==
current_design seven_seg

set clk_period 2.5
set clk_io_pct 0.2

create_clock -name clk0 -period $clk_period [get_ports {clk_100mhz}]

set non_clock_inputs [all_inputs -no_clocks]
set_input_delay [expr $clk_period * $clk_io_pct] -clock clk0 $non_clock_inputs
set_output_delay [expr $clk_period * $clk_io_pct] -clock clk0 [all_outputs]
==> results_dict.tcl <==
# place-and-route summary
set metrics [dict create \
    status "completed" \
    crit_path_max_fanout 6 \
    fin_setup_tns_ns 0 \
    mostFrequentLayoutCell "clkdlybuf4s50_1" \
    drt-initial-drc-count 20 \
    clk_pin_slew_ns 0.06 \
    crit_type "input pin to output pin" \
    yosys_area_mm2 0.00105 \
    openroad.warnings 33 \
    yosysCellCount 110 \
    grt.total_usage 0.0327 \
    ioPinCount 27 \
    grt_first_pass_wirelength_um 3750 \
    fp.dieH_um 113 \
    synth_cells 110 \
    hold_slack_ns 0.474 \
    drc 0 \
    n_antenna_cell 0 \
    hold_violations 0 \
    tightest_slew_ns 0.740 \
    max_freq_mhz 423 \
    portBuffers 26 \
    cts_buffer_depth 2 \
    yosys_warnings 1 \
    routedWlPerCell_um 8.40 \
    wl_um 2070 \
    cp.arrival_ns 1.86 \
    dpl_cell_area_mm2 0.00146 \
    grt_max_degree 18 \
    fill_cells 915 \
    htree_num_levels 1 \
    rows 33 \
    dr.pass1.iters 4 \
    clk_latency_ns 0.25 \
    cts.sinks 17 \
    crit_path_start_kind "input pin" \
    synth_cell_types 24 \
    grt_pass1_vias 855 \
    synth_area_mm2 0.00105 \
    fin_skew_ns 0.00103 \
    power_w 0.000534 \
    relSlewSlack 0.505 \
    cts-hold-fix-buffers 0 \
    setup.worst_path.end_class "output pin" \
    routabilityCongestion 0.790 \
    leakagePower_nw 0.660 \
    hpwl_um 1580 \
    vias_per_cell 3.32 \
    cts_tree "built" \
    ys.flops 17 \
    rsz0062_at_grt "no" \
    peakVddDrop_v 0.000250 \
    fp_util 0.126 \
    root_buffer "clkbuf_8" \
    report.final.slew_viol_count 0 \
    ant_nets 0 \
    ys_seq_frac 0.406 \
    setup_viol 0 \
    vias 819 \
    numCtsBuffers 3 \
    drv_cap 0 \
    hp-class "register to register" \
    fin_area_mm2 0.00151 \
    synthToLayoutAreaGrowth_pct 43.7 \
    cp_data_required_time_ns 2.00 \
    coreArea_mm2 0.00830 \
    period_needed_ns 2.36 \
    timing.final.crit_share 0.945 \
    dieArea_mm2 0.0128 \
    powerDensity_mw_per_mm2 354 \
    post-route-util 0.182 \
    die_w_um 113 \
    lay_top_cells "23 x clkdlybuf4s50_1, 17 x dfrtp_1, 13 x nand2_1" \
    antenna_found_initial 0 \
    drive_above_1_share 0.113 \
    grt_remaining_overflow 0 \
    syn_avg_cell_area_um2 9.53 \
]
kinds of logic (layout without fill, tap and decap cells):
| logic type | count (synthesis) | count (layout) | share of synthesized area |
|---|---|---|---|
| simple gates | 46 | 46 | 0.247 |
| xor+xnor | 13 | 13 | 0.109 |
| buf+inv | 10 | 42 | 0.0430 |
| flops | 17 | 17 | 0.406 |
| compound gates | 13 | 13 | 0.0644 |
| fa+ha+maj | 11 | 11 | 0.131 |
synth_stat cells (all sizes together):
cell type | count | area (um2)
dfrtp | 17 | 425
nand2 | 13 | 48.8
ha | 11 | 138
nor2 | 10 | 37.5
inv | 7 | 26.3
o21ai | 7 | 35.0
xor2 | 7 | 61.3
xnor2 | 6 | 52.6
a21oi | 5 | 25.0
nand2b | 5 | 31.3
nand3 | 3 | 15.0
nand4 | 3 | 18.8
clkbuf | 2 | 7.51
nor2b | 2 | 12.5
nor3 | 2 | 10.0
or3 | 2 | 15.0
or4b | 2 | 23.8
and4 | 1 | 8.76
buf | 1 | 11.3
nor3b | 1 | 7.51
nor4 | 1 | 21.3
o211ai | 1 | 7.51
or3b | 1 | 8.76
flip-flops by register name (all words and copies together) (netlist names):
name	cells
cnt_r	14
idx_r	3
path summary, 6_finish.rpt:
check,startpoint,end,slack (ns),cells after the start
worst max-delay path,val[3],cb,0.14,4
worst min-delay path,cnt_r[0],cnt_r[0],0.47,1
worst max register to register,cnt_r[0],cnt_r[8],0.78,5
worst min register to register,cnt_r[0],cnt_r[0],0.47,1
max in group asynchronous,nrst,cnt_r[13],1.35,1
min in group asynchronous,nrst,cnt_r[6],0.69,1
power by group:
group	internal [W]	switching, W
Combinational	0.0000335	0.0000236
Sequential	0.000275	0
Clock	0.000113	0.0000887
critical path: stages:
cell	delay, ns
clkdlybuf4s50_1	0.48
nand2b_1	0.21
o21ai_0	0.17
clkdlybuf4s50_1	0.50
metrics by stage:
stage	cells	worst slack, ns
after global routing	247	0.0326
final	247	0.137
after floorplan	110	0.955
after detailed placement	243	-0.136
after CTS	247	0.0123
after global placement	243	-0.126
layout make-up:
cell class / count / area, um2 / area share
Sequential cell: 17 / 425 / 0.282
Inverter: 7 / 26.3 / 0.0174
Multi-Input combinational cell: 83 / 581 / 0.385
Timing Repair Buffer: 31 / 298 / 0.198
Tap cell: 105 / 131 / 0.0872
Clock buffer: 4 / 45.0 / 0.0299
what timing repair did:
item | in CTS | in global routing
cloned | 0 | 0
setup buffers | 0 | 0
setup endpoints to repair | 7 | 6
resized | 7 | 1
routing by layer:
| metal | GRT usage | vias up | part of all wire |
|---|---|---|---|
| li1 | - | 431 | - |
| met1 | 0.0428 | 356 | 0.49 |
| met2 | 0.0461 | 30 | 0.36 |
| met3 | 0.0203 | 2 | 0.14 |
| met4 | 0.00338 | 0 | 0.0082 |
| met5 | 0 | - | 0 |
Power and IR drop assume default switching activity.
